==> flow/design.v <==
module ReadPointerControl
#(
  parameter ADDR_WIDTH = 3
)
(
  input   read_enable, read_clk, read_reset_n,
  input   [ADDR_WIDTH :0] sync_write_pointer,
  output reg  fifo_empty,
  output  [ADDR_WIDTH-1:0] read_address,
  output reg [ADDR_WIDTH :0] read_pointer
);
  reg [ADDR_WIDTH:0] read_binary;
  wire [ADDR_WIDTH:0] read_gray_next, read_binary_next;
  always_ff @(posedge read_clk or negedge read_reset_n)
    if (!read_reset_n)
      {read_binary, read_pointer} <= '0;
    else
      {read_binary, read_pointer} <= {read_binary_next, read_gray_next};
  assign read_address = read_binary;
  assign read_binary_next = read_binary + (read_enable & ~fifo_empty);
  assign read_gray_next = (read_binary_next >> 1) ^ read_binary_next;
  assign fifo_empty_condition = (read_gray_next == sync_write_pointer);
  always_ff @(posedge read_clk or negedge read_reset_n)
    if (!read_reset_n)
      fifo_empty <= 1'b1;
    else
      fifo_empty <= fifo_empty_condition;
endmodule
module WritePointerControl
#(
  parameter ADDR_WIDTH = 3
)
(
  input   write_enable, write_clk, write_reset_n,
  input   [ADDR_WIDTH :0] sync_read_pointer,
  output reg  fifo_full,
  output  [ADDR_WIDTH-1:0] write_address,
  output reg [ADDR_WIDTH :0] write_pointer
);
   reg [ADDR_WIDTH:0] write_binary;
  wire [ADDR_WIDTH:0] write_gray_next, write_binary_next;
  always_ff @(posedge write_clk or negedge write_reset_n)
    if (!write_reset_n)
      {write_binary, write_pointer} <= '0;
    else
      {write_binary, write_pointer} <= {write_binary_next, write_gray_next};
  assign write_address = write_binary[ADDR_WIDTH-1:0];
  assign write_binary_next = write_binary + (write_enable & ~fifo_full);
  assign write_gray_next = (write_binary_next >> 1) ^ write_binary_next;
  assign fifo_full_condition = (write_gray_next == {~sync_read_pointer[ADDR_WIDTH:ADDR_WIDTH-1], sync_read_pointer[ADDR_WIDTH-2:0]});
  always_ff @(posedge write_clk or negedge write_reset_n)
    if (!write_reset_n)
      fifo_full <= 1'b0;
    else
      fifo_full <= fifo_full_condition;
endmodule
module SyncWritePointerToReadDomain
#(
  parameter ADDR_WIDTH = 3
)
(
  input   read_clk, read_reset_n,
  input   [ADDR_WIDTH:0] write_pointer,
  output reg [ADDR_WIDTH:0] sync_write_pointer
);
  reg [ADDR_WIDTH:0] intermediate_write_pointer;
  always_ff @(posedge read_clk or negedge read_reset_n)
    if (!read_reset_n)
      {sync_write_pointer, intermediate_write_pointer} <= 0;
    else
      {sync_write_pointer, intermediate_write_pointer} <= {intermediate_write_pointer, write_pointer};
endmodule
module SyncReadPointerToWriteDomain
#(
  parameter ADDR_WIDTH = 3
)
(
  input   write_clk, write_reset_n,
  input   [ADDR_WIDTH:0] read_pointer,
  output reg  [ADDR_WIDTH:0] sync_read_pointer
);
  reg [ADDR_WIDTH:0] intermediate_read_pointer;
  always_ff @(posedge write_clk or negedge write_reset_n)
    if (!write_reset_n) {sync_read_pointer, intermediate_read_pointer} <= 0;
    else {sync_read_pointer, intermediate_read_pointer} <= {intermediate_read_pointer, read_pointer};
endmodule
module FIFOMemory
#(
  parameter DATA_WIDTH = 8,  
  parameter ADDR_WIDTH = 3  
)
(
  input   write_enable, fifo_full, write_clk,
  input   [ADDR_WIDTH-1:0] write_address, read_address,
  input   [DATA_WIDTH-1:0] write_data,
  output  [DATA_WIDTH-1:0] read_data
);
  localparam DEPTH = 1 << ADDR_WIDTH;
  logic [DATA_WIDTH-1:0] mem [0:DEPTH-1];
  assign read_data = mem[read_address];
  always_ff @(posedge write_clk)
    if (write_enable && !fifo_full)
      mem[write_address] <= write_data;
endmodule
module AsynchronousFIFO
#(
  parameter DATA_WIDTH = 8,
  parameter ADDR_WIDTH = 3
)
(
  input   write_enable, write_clk, write_reset_n,
  input   read_enable, read_clk, read_reset_n,
  input   [DATA_WIDTH-1:0] write_data,
  output  [DATA_WIDTH-1:0] read_data,
  output  fifo_full,
  output  fifo_empty
);
  wire [ADDR_WIDTH-1:0] write_address, read_address;
  wire [ADDR_WIDTH:0] write_pointer, read_pointer, sync_read_pointer, sync_write_pointer;
  SyncReadPointerToWriteDomain syncReadPointerToWriteDomain (.write_clk(write_clk), .write_reset_n(write_reset_n), .read_pointer(read_pointer), .sync_read_pointer(sync_read_pointer));
  SyncWritePointerToReadDomain syncWritePointerToReadDomain (.read_clk(read_clk), .read_reset_n(read_reset_n), .write_pointer(write_pointer), .sync_write_pointer(sync_write_pointer));
  FIFOMemory #(DATA_WIDTH, ADDR_WIDTH) fifoMemory (.write_enable(write_enable), .fifo_full(fifo_full), .write_clk(write_clk), .write_address(write_address), .read_address(read_address), .write_data(write_data), .read_data(read_data));
  ReadPointerControl #(ADDR_WIDTH) readPointerControl (.read_enable(read_enable), .read_clk(read_clk), .read_reset_n(read_reset_n), .sync_write_pointer(sync_write_pointer), .fifo_empty(fifo_empty), .read_address(read_address), .read_pointer(read_pointer));
  WritePointerControl #(ADDR_WIDTH) writePointerControl (.write_enable(write_enable), .write_clk(write_clk), .write_reset_n(write_reset_n), .sync_read_pointer(sync_read_pointer), .fifo_full(fifo_full), .write_address(write_address), .write_pointer(write_pointer));
endmodule
==> flow/run.sh <==
#!/bin/bash
# OpenROAD 26Q1-2900-gdf79404cd8, Yosys 0.63+post, stock flow scripts
make -C /OpenROAD-flow-scripts/flow DESIGN_CONFIG=/design/flow/config.mk WORK_HOME=/design/flow/orfs finish
==> flow/config.mk <==
export PLATFORM = sky130hd
export DESIGN_NAME = AsynchronousFIFO
export DESIGN_NICKNAME = AsynchronousFIFO
export VERILOG_FILES = /design/flow/design.v
export SDC_FILE = /design/flow/constraint.sdc
export NUM_CORES = 4
export LEC_CHECK = 1
export CORE_UTILIZATION = 50
==> flow/constraint.sdc <==
current_design AsynchronousFIFO

set clk_period 4.3
set clk_io_pct 0.2

create_clock -name clk0 -period $clk_period [get_ports {read_clk}]
create_clock -name clk1 -period $clk_period [get_ports {write_clk}]

set non_clock_inputs [all_inputs -no_clocks]
set_input_delay [expr $clk_period * $clk_io_pct] -clock clk0 $non_clock_inputs
set_output_delay [expr $clk_period * $clk_io_pct] -clock clk0 [all_outputs]
==> flow_summary.yaml <==
# implementation run metrics
status:
  run_status: "finished, final reports clean"
synth:
  synth-compound-area-share_pct: 1.40
  ys_area_um2: 3760
  yosysUniqueCellTypes: 32
  syn_area_per_cell_um2: 20.2
  ys_cells: 186
  top_area_share_pct: 51.2
  yosys.area.top_type: "edfxtp_1"
  synth_cells: 186
  ys_warn_count: 7
  simple_gate_share_pct: 3.43
  seq_area_frac_synth_pct: 72.5
  fa_ha_area_share_pct: 1.60
  topCellsByArea: "edfxtp_1, dfrtp_1, mux4_1, mux2_2, xnor2_1"
  synth-seq-cells: 96
  post_synth_xor_area_fraction_pct: 5.50
  mappedNetlistArea_um2: 3760
  synthMuxAreaShare_pct: 13.6
  synthTopLogicFamily: "multiplexers"
layout:
  final_util_pct: 59.9
  drive_gt1_share_pct: 17.8
  area_growth_pct: 15.6
  final_cell_count_no_fill: 329
  layout_top_cells: "edfxtp_1, dfrtp_1, clkdlybuf4s50_1"
  layout_top_cell: "edfxtp_1"
global_route:
  grt_max_degree: 25
  grt_pass1_wl_mm: 9.32
  grt_usage_pct: 18.6
  grt_overflow: 0
  grt_antenna_before_repair: 0
  first_global_vias: 1888
critical_path:
  startpoint: "readPointerControl.read_binary[0]"
  r2r_start: "writePointerControl.fifo_full"
  r2r-end: "writePointerControl.fifo_full"
  cp_max_fo: 18
  cp-end-kind: "primary output"
  arrival_ns: 2.16
  crit_required_ns: 3.44
  path_class: "register to primary output"
  r2r_slack_ns: 2.23
  start_kind: "register"
  ff2ff_path_depth: 7
  crit_end: "read_data[4]"
power_and_ir_drop:
  swShare_pct: 29.4
  peakVddDrop_mv: 0.433
  seq_power_share_pct: 46.7
  pwr-share-comb_pct: 32.3
  p_leak_uw: 0.00159
  clkPwrFrac_pct: 21.1
  powerDensity_nw_per_um2: 674
  p_int_uw: 2070
  switchingPower_uw: 860
  finalPower_uw: 2930
detailed_routing:
  wl_mm: 5.87
  drtPass1Iterations: 4
  vias: 1755
  drt-initial-drc-count: 59
  wire_per_inst_um: 17.9
  num_antenna_cells: 0
  routed-wl-met3_um: 466
  ant_nets: 0
  wl_met1_mm: 2.59
  highest_layer: "met4"
  vias_per_cell: 5.33
  drc: 0
  wl_met2_mm: 2.72
clock_tree:
  ctsResizeCount: 0
  path_clk_slew_ns: 0.08
  post-cts-setup-buffers: 0
  cts_tree: "done"
  cts_num_sinks: 96
  cts_hold_buf: 0
final_timing:
  drv_slew: 0
  relSlewSlack_pct: 53.7
  tns_ns: 0
  grt_setup_unrepaired: "no"
  hold_viol: 0
  worst_pin_slew_ns: 0.692
  setup_viol: 0
  clock-skew-final_ns: 0.00771
die:
  initCoreUtil_pct: 51.8
  rows: 31
  die_w_um: 88.7
  die_y_um: 88.7
  chip_area_um2: 7860
  core-area_um2: 7250
  ios: 24
worst_hold_path:
  whs_path_depth: 0
  hp-class: "register to register"
flow_run:
  warnings: 27
  maxCapViolations: 0
place:
  dp_cells: 309
  portBuffers: 22
  place.gp.congestion: 0.812
  dpl.hpwl_mm: 3.58
worst min-delay path by stage:
| stage | to | start |
|---|---|---|
| global route | register | readPointerControl.read_pointer[1] |
| CTS | register | readPointerControl.read_pointer[1] |
| finish | register | readPointerControl.read_pointer[0] |
metal layers:
layer  up-vias  GRT usage (%)
met4         0           2.64
met5         -           3.90
met1       884           31.0
met3         9           8.99
li1        801              -
met2        61           25.7
cells by family after synthesis:
kind of cell    Yosys count
buf+inv                  10
compound gates            6
mux                      24
fa+ha+maj                 5
simple gates             26
flops                    96
xor+xnor                 19
synth_stat cells:
master    instances
ha_1              4
dfstp_2           1
a21o_1            1
nand3_1           6
buf_2             1
xor2_2            1
nor3_1            3
edfxtp_1         64
xor2_1            8
a211oi_2          1
and2_1            1
a21boi_0          1
xnor3_1           1
nor2_1            7
o22ai_1           1
or3_1             1
maj3_1            1
mux2_2            8
nor2b_1           3
dfrtp_1          31
xor2_4            1
a2111o_1          1
xnor2_1           8
mux4_1           16
buf_6             2
buf_4             1
nand2_1           2
inv_1             2
buf_12            1
clkbuf_1          3
nand2b_1          3
a211oi_1          1
sequential cells by signal, summed over array words and instances, names as in the netlist:
register,flops
writePointerControl.fifo_full,1
fifoMemory.mem,64
readPointerControl.read_pointer,4
syncWritePointerToReadDomain.intermediate_write_pointer,4
writePointerControl.write_binary,3
readPointerControl.fifo_empty,1
syncReadPointerToWriteDomain.sync_read_pointer,4
syncReadPointerToWriteDomain.intermediate_read_pointer,4
syncWritePointerToReadDomain.sync_write_pointer,4
readPointerControl.read_binary,3
writePointerControl.write_pointer,4
final cells by class:
type,count,area (µm²)
Clock inverter,7,55.1
Clock buffer,13,179
Multi-Input combinational cell,80,958
Tap cell,99,124
Fill cell,522,2910
Inverter,2,7.51
Sequential cell,96,2720
Timing Repair Buffer,32,295
critical path: stages (launching register included):
cell and delay [ns]:
dfrtp_1 0.33, buf_4 0.30, mux4_1 0.60, mux2_2 0.28
clkdlybuf4s50_1 0.41
per-stage QoR:
step                      hold WS (ns)  instance area, µm²  setup WS [ns]
after detailed placement         0.335                4110           1.29
after CTS                        0.266                4340           1.26
after floorplan                  0.331                3760           1.88
final                            0.275                4340           1.28
after global routing             0.280                4340           1.18
after global placement           0.333                4110           1.40
power groups by stage:
stage / combinational [µW] / sequential, µW / clock (µW)
after CTS: 964 / 1370 / 632
after global routing: 1030 / 1400 / 677
final: 945 / 1370 / 616
No activity file was given, so power comes from the tool's default toggle rates.
